## /design/flow/design.v

```verilog
module Cubo_move_VGA(
		input CLOCK_50,
		input [3:0] KEY,
		input [9:0] SW,
		output [3:0] VGA_R,
		output [3:0] VGA_G,
		output [3:0] VGA_B,
		output VGA_HS,
		output VGA_VS
		);
	integer h_count, v_count, x_pos, y_pos, size;
	reg [3:0] Red;
	reg [3:0] Green;
	reg [3:0] Blue;
	reg CLK_25;
	reg clock_state;
	assign VGA_R = Red;
	assign VGA_G = Green;
	assign VGA_B = Blue;
	assign VGA_HS = (h_count >= 660 && h_count <= 756) ? 0:1;
	assign VGA_VS = (v_count >= 494 && v_count <= 495) ? 0:1;
	always @(posedge CLOCK_50) begin
		if (clock_state == 0) begin
			CLK_25 = ~CLK_25;
		end
		else begin
			clock_state = ~clock_state;
		end
	end
	always @(posedge CLK_25) begin
		if (SW[0] == 0) begin
			h_count <= 0;
			v_count <= 0;
			x_pos <= 300;
			y_pos <= 220;
			size <= 50;
		end
		else begin
			if (h_count < 799) begin
				h_count <= h_count + 1;
			end
			else begin
				h_count <= 0;
				if (v_count < 524) begin
					v_count <= v_count + 1;
				end
				else begin
					if(KEY[3] == 0) begin
						if(x_pos > 1) x_pos <= x_pos - 3;
					end
					else if(KEY[2] == 0) begin
						if(x_pos < 640-size) x_pos <= x_pos + 3;
					end
					else if(KEY[1] == 0) begin
						if(y_pos < 480-size) y_pos <= y_pos + 3;
					end
					else if(KEY[0] == 0) begin
						if(y_pos > 1) y_pos <= y_pos - 3;
					end
					v_count <= 0;
				end
			end
		end
	end
	always @(h_count or v_count) begin
		if (v_count < 480 && h_count < 640) begin
			if (v_count >= y_pos && v_count <= y_pos+size) begin
				if (h_count >= x_pos && h_count <= x_pos+size) begin
					Red <= 4'b1010;
					Green <= 4'b0010;
					Blue <= 4'b1101;
				end
				else begin
					Red <= 4'b1111;
					Green <= 4'b1111;
					Blue <= 4'b1111;
				end
			end
			else begin
				Red <= 4'b1111;
				Green <= 4'b1111;
				Blue <= 4'b1111;
			end
		end
		else begin
			Red <= 4'b0000;
			Green <= 4'b0000;
			Blue <= 4'b0000;
		end
	end
endmodule
```

## /design/flow/run.sh

```bash
#!/bin/bash
# OpenROAD 26Q1-2900-gdf79404cd8, Yosys 0.63+post, stock flow scripts
make -C /OpenROAD-flow-scripts/flow DESIGN_CONFIG=/design/flow/config.mk WORK_HOME=/design/flow/orfs finish
```

## /design/flow/config.mk

```make
export PLATFORM = sky130hd
export DESIGN_NAME = Cubo_move_VGA
export DESIGN_NICKNAME = Cubo_move_VGA
export VERILOG_FILES = /design/flow/design.v
export SDC_FILE = /design/flow/constraint.sdc
export NUM_CORES = 4
export LEC_CHECK = 1
export CORE_UTILIZATION = 50
```

## /design/flow/constraint.sdc

```tcl
current_design Cubo_move_VGA

set clk_period 4.7
set clk_io_pct 0.2

create_clock -name clk0 -period $clk_period [get_ports {CLOCK_50}]

set non_clock_inputs [all_inputs -no_clocks]
set_input_delay [expr $clk_period * $clk_io_pct] -clock clk0 $non_clock_inputs
set_output_delay [expr $clk_period * $clk_io_pct] -clock clk0 [all_outputs]
```

==> flow_summary_export.csv <==
group,metric,value,unit
yosys,yosysCellCount,1585,
power_and_ir_drop,cellLeakagePower,0.005853,µW
route,wirelength,30100,µm
sta,max_freq,1600,MHz
route,viasPerCell,5.687,
finish,fin_cells,1897,
route,wl_per_cell,15.87,µm
yosys,synthAoiAreaFrac,19.38,%
power_and_ir_drop,power.density,31.65,nW/µm²
placement,dpl.hpwl,24120,µm
worst_setup_path,arrival,0.60,ns
grt,grt_max_degree,80,
placement,place_congestion,0.9049,
route,dr.pass1.iters,5,
yosys,synthMuxAreaShare,0.8213,%
clock_tree,ctsHtreeMaxLevel,1,
clock_tree,root_buffer,"clkbuf_16",
route,drc,0,
worst_setup_path,path_buffers,1,
clock_tree,clk_pin_slew,0.03,ns
floorplan,coreArea,24250,µm²
clock_tree,clock_latency,0.22,ns
yosys,fa_ha_area_share,19.79,%
grt,grt_usage,24.74,%
power_and_ir_drop,fin_total_pwr,407.0,µW
floorplan,rows,57,
yosys,avgSynthCellArea,7.786,µm²
min_path,hold_class,"flip-flop to flip-flop",
sta,finalClockPeriodUsage,13.30,%
route,insertedDiodeCount,0,
outcome,status,"complete, no violations",
power_and_ir_drop,ir_drop,0.2428,mV
worst_setup_path,slowest_delay,0.33,ns
placement,port_buffers,19,
worst_setup_path,cp_data_required_time,4.67,ns
finish,layout-drive-gt1-share,2.289,%
clock_tree,tritoncts,"done",
clock_tree,cts_setup_buffers,0,
placement,placedCellCount,1893,
yosys,top_cells_by_count,"192 x ha_1, 182 x nor2_1, 129 x dfxtp_1",
worst_setup_path,cp-end-kind,"flip-flop",
finish,syn_to_final_growth,4.218,%
yosys,edf_count,1,
yosys,synth-seq-cells,130,
sta,period_needed,0.6251,ns
run,warnings,38,
yosys,yosysTopAreaCellShare,20.93,%
worst_setup_path,start_kind,"flip-flop",
floorplan,fp.dieH,159.1,µm
sta,fin_worst_skew,0.002969,ns
yosys,yosysWarningCount,1,
grt,grt_pass1_vias,9944,
grt,overflow,0,
worst_setup_path,slowest_stage,"edfxtp_1",
run,drv_cap,0,
yosys,dominantRegCellSynth,"dfxtp_1",
sta,final-setup-viol-count,0,
yosys,ys_seq_share,21.17,%
yosys,top_cells_by_area,"dfxtp_1 21%, ha_1 19%, xnor2_1 7.5%, nor2_1 5.5%, a21o_1 4.9%",
clock_tree,cts_hold_buf,0,
yosys,logic_family,"simple AND/OR/NAND/NOR gates",
sta,hold_viol_final,0,
floorplan,die_area,25310,µm²
clock_tree,cts_buffers,3,
grt,grt_pass1_wl,50920,µm
worst_setup_path,cp_top_family,"flip-flops",
route,ant_nets,0,
sta,untimed_endpoints,142,
yosys,syn_inst,1585,
grt,antenna_found_initial,0,
floorplan,fp_util,50.89,%
sta,slew_headroom,52.67,%
sta,worst_slew_pin_slew,0.7046,ns
yosys,yosys.area.top_type,"dfxtp_1",
route,vias,10789,
yosys,ys_sh_xor,11.36,%
yosys,async_flop_share,0,%
worst_setup_path,crit_path_cell_trace,"inv_1",
route,drt_iter0_drc,658,
clock_tree,clock_path_buffers,2,
worst_setup_path,cp_max_fo,2,
clock_tree,ctsResizeCount,0,
yosys,yosys.cell_types.count,75,
yosys,top_cell,"ha_1",
yosys,synth.cell_area,12340,µm²
floorplan,die_w,159.1,µm
floorplan,boundaryPins,29,
yosys,simple_gate_share,22.55,%
sta,maxSlewViolCount,0,
yosys,ys_area,12340,µm²
sta,fin_tns_setup,0,ns
worst_setup_path,path_class,"flip-flop to flip-flop",
sta,grt_setup_unrepaired,"false",
sta,unclocked_regs,128,
-- sequential cells by signal (all words and copies together), names as in the netlist --
signal       cells
h_count         32
v_count         32
x_pos           32
CLK_25           1
y_pos           32
clock_state      1
-- cells by family after synthesis --
logic type,count (synthesis)
multiplexers,10
buffers and inverters,143
AND/OR/NAND/NOR,579
adder cells (fa/ha/maj),194
other,1
AND-OR/OR-AND,368
XOR/XNOR,160
flip-flops,130
-- layout make-up --
class / count / area (µm²)
tap: 324 / 405.4
sequential: 130 / 2613
multi-input combinational: 1312 / 9128
timing repair buffer: 30 / 272.8
inverter: 97 / 364.1
clock buffer: 4 / 78.83
fill: 2386 / 11390
-- metrics by stage --
stage	utilization, %	setup slack [ns]	cell area, µm²	hold slack (ns)
2_1_floorplan	-	2.539	12340	0.4382
3_5_place_dp	52.71	4.081	12780	0.4464
5_1_grt	53.04	4.038	12860	0.4787
3_3_place_gp	52.71	4.080	12780	0.4506
6_report	53.04	4.075	12860	0.4579
4_1_cts	53.04	4.068	12860	0.4586
-- layer usage --
metal / up-vias / GRT usage [%] / share of wire, %
li1: 5662 / - / -
met5: - / 0 / 0
met1: 4958 / 43.38 / 57
met2: 165 / 35.27 / 40
met4: 0 / 0.7430 / 0.22
met3: 4 / 1.356 / 3.4
-- where the power goes --
group / total (µW) / switching, µW / internal [µW]
registers: 77.4 / 2.06 / 75.3
logic: 198 / 130 / 68.5
clock network: 131 / 19.7 / 112
total: 407 / 152 / 255
-- final timing paths --
check	from	cells past startpoint	to	slack, ns
setup / recovery	CLK_25	1	CLK_25	4.07
hold / removal	clock_state	1	CLK_25	0.46
setup reg to reg	CLK_25	1	CLK_25	4.07
hold reg to reg	clock_state	1	CLK_25	0.46
-- cell usage in the layout (no fill, tap or decap), types with 53 or more instances in the layout --
master   netlist  final
a21o_1        81     81
a21oi_1      120    120
dfxtp_1      129    129
ha_1         192    192
inv_1         96     95
nand2_1      120    120
nand3_1       66     66
nand4_1       53     53
nor2_1       182    182
xnor2_1      105    105
xor2_1        55     55
Power is estimated from default activity; no workload was simulated.
