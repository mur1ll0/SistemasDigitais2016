--- /design/flow/design.v ---
module calcCircle(
		input [9:0] px,
		input [9:0] py,
		input [9:0] cx,
		input [9:0] cy,
		input [9:0] size,
		output result
		);
	wire signed [10:0] s1;
	wire signed [10:0] s2;
	wire signed [20:0] m1;
	wire signed [20:0] m2;
	wire signed [21:0] s3;
	wire signed [15:0] m3;
	assign s1 = px - cx;
	assign s2 = py - cy;
	assign m1 = s1 * s1;
	assign m2 = s2 * s2;
	assign s3 = m1 + m2;
	assign m3 = size * size;
	assign result = s3 < m3;
endmodule
module JogoVGAv3(
		input CLOCK_50,
		input [3:0] KEY,
		input [9:0] SW,
		output [3:0] VGA_R,
		output [3:0] VGA_G,
		output [3:0] VGA_B,
		output [6:0] HEX0,
		output [6:0] HEX1,
		output [6:0] HEX2,
		output [6:0] HEX3,
		output VGA_HS,
		output VGA_VS
		);
	integer blink_count;
	reg blink;
	reg numbers_active;
	reg [6:0] N0;
	reg [6:0] N1;
	reg [6:0] N2;
	reg [6:0] N3;
	assign HEX0 = N0;
	assign HEX1 = N1;
	assign HEX2 = N2;
	assign HEX3 = N3;
	reg [9:0] x_pos1;
	reg [9:0] y_pos1;
	reg [9:0] x_pos2;
	reg [9:0] y_pos2;
	reg [9:0] ball_x_pos;
	reg [9:0] ball_y_pos;
	reg [9:0] size_c;
	reg [9:0] speed;
	reg [9:0] size;
	reg [2:0] score1;
	reg [2:0] score2;
	reg signed [2:0] UD;
	reg LR;
	wire result;
	wire numbers_out;
	calcCircle C(h_count, v_count, ball_x_pos, ball_y_pos, size_c, result);
	reg [9:0] h_count;
	reg [9:0] v_count;
	reg [3:0] Red;
	reg [3:0] Green;
	reg [3:0] Blue;
	reg CLK_25;
	reg clock_state;
	assign VGA_R = (h_count < 640 && v_count < 480)? Red:4'b0000;
	assign VGA_G = (h_count < 640 && v_count < 480)? Green:4'b0000;
	assign VGA_B = (h_count < 640 && v_count < 480)? Blue:4'b0000;
	assign VGA_HS = (h_count >= 660 && h_count <= 756) ? 0:1;
	assign VGA_VS = (v_count >= 494 && v_count <= 495) ? 0:1;
	always @(posedge CLOCK_50) begin
		if (blink_count == 50000000) begin
			blink <= ~blink;
			blink_count <= 0;
		end
		else begin
			blink_count <= blink_count + 1;
		end
		if (clock_state == 0) begin
			CLK_25 = ~CLK_25;
		end
		else begin
			clock_state = ~clock_state;
		end
	end
	always @(posedge CLK_25) begin
		if (SW[9] == 0 && score1 < 5 && score2 < 5) begin
			speed <= 4;
			UD <= 0;
			ball_x_pos <= 320;
			ball_y_pos <= 240;
			numbers_active <= 0;
		end
		if (SW[0] == 0) begin
			UD <= 0;
			LR <= 0;
			score1 <= 0;
			score2 <= 0;
			size_c <= 7;
			size <= 40;
			x_pos1 <= 40;
			y_pos1 <= 220;
			x_pos2 <= 585;
			y_pos2 <= 220;
			numbers_active <= 1;
		end
			if (h_count < 799) begin
				h_count <= h_count + 1;
			end
			else begin
				h_count <= 0;
				if (v_count < 524) begin
					v_count <= v_count + 1;
				end
				else begin
					if(KEY[3] == 0 && y_pos1 > 15) begin
						y_pos1 <= y_pos1 - 3;
					end
					else if(KEY[2] == 0 && y_pos1 < 465 - size) begin
						y_pos1 <= y_pos1 + 3;
					end
					if(KEY[0] == 0 && y_pos2 > 15) begin
						y_pos2 <= y_pos2 - 3;
					end
					else if(KEY[1] == 0 && y_pos2 < 465 - size) begin
						y_pos2 <= y_pos2 + 3;
					end
					if (LR == 0) begin
						if (ball_x_pos - size_c <= x_pos1 + 15 && ball_x_pos + size_c > x_pos1 && ball_y_pos + size_c >= y_pos1 && ball_y_pos - size_c <= y_pos1 + size) begin
							LR <= 1;
							if (ball_x_pos < y_pos1 + 5) begin
								UD <= -3;
							end
							else if (ball_y_pos >= y_pos1 + 5 && ball_y_pos < y_pos1 + 10) begin
								UD <= -2;
							end
							else if (ball_y_pos >= y_pos1 + 10 && ball_y_pos < y_pos1 + 17) begin
								UD <= -1;
							end
							else if (ball_y_pos >= y_pos1 + 17 && ball_y_pos < y_pos1 + 23) begin
								UD <= 0;
							end
							else if (ball_y_pos >= y_pos1 + 23 && ball_y_pos < y_pos1 + 30) begin
								UD <= 1;
							end
							else if (ball_y_pos >= y_pos1 + 30 && ball_y_pos < y_pos1 + 35) begin
								UD <= 2;
							end
							else if (ball_y_pos >= y_pos1 + 35) begin
								UD <= 3;
							end
						end
						else if (speed != 0 && ball_x_pos - size_c <= 15) begin
							speed <= 0;
							UD <= 0;
							numbers_active <= 1;
							score2 <= score2 + 1;
						end
						else begin
							ball_x_pos <= ball_x_pos - speed;
						end
					end
					else if (LR == 1) begin
						if (ball_x_pos + size_c >= x_pos2 && ball_x_pos - size_c < x_pos2 && ball_y_pos + size_c >= y_pos2 && ball_y_pos - size_c <= y_pos2 + size) begin
							LR <= 0;
							if (ball_y_pos < y_pos2 + 5) begin
								UD <= -3;
							end
							else if (ball_y_pos >= y_pos2 + 5 && ball_y_pos < y_pos2 + 10) begin
								UD <= -2;
							end
							else if (ball_y_pos >= y_pos2 + 10 && ball_y_pos < y_pos2 + 17) begin
								UD <= -1;
							end
							else if (ball_y_pos >= y_pos2 + 17 && ball_y_pos < y_pos2 + 23) begin
								UD <= 0;
							end
							else if (ball_y_pos >= y_pos2 + 23 && ball_y_pos < y_pos2 + 30) begin
								UD <= 1;
							end
							else if (ball_y_pos >= y_pos2 + 30 && ball_y_pos < y_pos2 + 35) begin
								UD <= 2;
							end
							else if (ball_y_pos >= y_pos2 + 35) begin
								UD <= 3;
							end
						end
						else if (speed != 0 && ball_x_pos + size_c >= 625) begin
							speed <= 0;
							UD <= 0;
							numbers_active <= 1;
							score1 <= score1 + 1;
						end
						else begin
							ball_x_pos <= ball_x_pos + speed;
						end
					end
					if (UD < 0 && ball_y_pos - size_c <= 15) begin
						if (UD == -3) begin
							UD <= 3;
						end
						else if (UD == -2) begin
							UD <= 2;
						end
						else if (UD == -1) begin
							UD <= 1;
						end
					end
					else if (UD > 0 && ball_y_pos + size_c >= 465) begin
						if (UD == 1) begin
							UD <= -1;
						end
						else if (UD == 2) begin
							UD <= -2;
						end
						else if (UD == 3) begin
							UD <= -3;
						end
					end
					else if (UD > 0 && ball_x_pos - size_c < x_pos1 + 15 && ball_x_pos + size_c > x_pos1 && ball_y_pos + size_c >= y_pos1 && ball_y_pos < y_pos1 + size) begin
						if (UD == 1) begin
							UD <= -1;
						end
						else if (UD == 2) begin
							UD <= -2;
						end
						else if (UD == 3 || UD == 0) begin
							UD <= -3;
						end
					end
					else if (UD > 0 && ball_x_pos + size_c > x_pos2 && ball_x_pos - size_c < x_pos2 + 15 && ball_y_pos + size_c >= y_pos2 && ball_y_pos < y_pos2 + size) begin
						if (UD == 1) begin
							UD <= -1;
						end
						else if (UD == 2) begin
							UD <= -2;
						end
						else if (UD == 3 || UD == 0) begin
							UD <= -3;
						end
					end
					else if (UD < 0 && ball_x_pos - size_c < x_pos1 + 15 && ball_x_pos + size_c > x_pos1 && ball_y_pos - size_c <= y_pos1 + size && ball_y_pos > y_pos1) begin
						if (UD == -3 || UD == 0) begin
							UD <= 3;
						end
						else if (UD == -2) begin
							UD <= 2;
						end
						else if (UD == -1) begin
							UD <= 1;
						end
					end
					else if (UD < 0 && ball_x_pos + size_c > x_pos2 && ball_x_pos - size_c < x_pos2 + 15 && ball_y_pos - size_c <= y_pos2 + size && ball_y_pos > y_pos2) begin
						if (UD == -3 || UD == 0) begin
							UD <= 3;
						end
						else if (UD == -2) begin
							UD <= 2;
						end
						else if (UD == -1) begin
							UD <= 1;
						end
					end
					else begin
						if (UD == -3) begin
							ball_y_pos <= ball_y_pos - 3;
						end
						else if (UD == -2) begin
							ball_y_pos <= ball_y_pos - 2;
						end
						else if (UD == -1) begin
							ball_y_pos <= ball_y_pos - 1;
						end
						else if (UD == 1) begin
							ball_y_pos <= ball_y_pos + 1;
						end
						else if (UD == 2) begin
							ball_y_pos <= ball_y_pos + 2;
						end
						else if (UD == 3) begin
							ball_y_pos <= ball_y_pos + 3;
						end
					end
					v_count <= 0;
				end
			end
	end
	always @(posedge CLOCK_50) begin
		if (v_count < 480 && h_count < 640) begin
			if (v_count >= y_pos1 && v_count <= y_pos1 + size && h_count >= x_pos1 && h_count <= x_pos1 + 15) begin
				Red <= 4'b1111;
				Green <= 4'b0000;
				Blue <= 4'b0000;
			end
			else if (v_count >= y_pos2 && v_count <= y_pos2 + size && h_count >= x_pos2 && h_count <= x_pos2 + 15) begin
				Red <= 4'b0000;
				Green <= 4'b0000;
				Blue <= 4'b1111;
			end
			else if (h_count <= 15 || h_count >= 625 || v_count <= 15 || v_count >= 465) begin
				Red <= 4'b1010;
				Green <= 4'b1010;
				Blue <= 4'b1010;
			end
			else if (numbers_active == 1 && h_count > 290 && h_count < 350 && v_count > 235 && v_count < 245) begin
				Red <= 4'b0011;
				Green <= 4'b0011;
				Blue <= 4'b0011;
			end
			else if (numbers_active == 1 && N3[0] == 0 && v_count > 175 && v_count < 180 && h_count > 150 && h_count < 250) begin
				Red <= 4'b0011;
				Green <= 4'b0011;
				Blue <= 4'b0011;
			end
			else if (numbers_active == 1 && N3[1] == 0 && v_count >= 180 && v_count < 240 && h_count > 245 && h_count < 250) begin
				Red <= 4'b0011;
				Green <= 4'b0011;
				Blue <= 4'b0011;
			end
			else if (numbers_active == 1 && N3[2] == 0 && v_count >= 240 && v_count < 300 && h_count > 245 && h_count < 250) begin
				Red <= 4'b0011;
				Green <= 4'b0011;
				Blue <= 4'b0011;
			end
			else if (numbers_active == 1 && N3[3] == 0 && v_count >= 295 && v_count < 300 && h_count > 150 && h_count < 250) begin
				Red <= 4'b0011;
				Green <= 4'b0011;
				Blue <= 4'b0011;
			end
			else if (numbers_active == 1 && N3[4] == 0 && v_count >= 240 && v_count < 300 && h_count > 150 && h_count < 155) begin
				Red <= 4'b0011;
				Green <= 4'b0011;
				Blue <= 4'b0011;
			end
			else if (numbers_active == 1 && N3[5] == 0 && v_count >= 180 && v_count < 240 && h_count > 150 && h_count < 155) begin
				Red <= 4'b0011;
				Green <= 4'b0011;
				Blue <= 4'b0011;
			end
			else if (numbers_active == 1 && N3[6] == 0 && v_count > 237 && v_count < 243 && h_count > 150 && h_count < 250) begin
				Red <= 4'b0011;
				Green <= 4'b0011;
				Blue <= 4'b0011;
			end
			else if (numbers_active == 1 && N0[0] == 0 && v_count > 175 && v_count < 180 && h_count > 390 && h_count < 490) begin
				Red <= 4'b0011;
				Green <= 4'b0011;
				Blue <= 4'b0011;
			end
			else if (numbers_active == 1 && N0[1] == 0 && v_count >= 180 && v_count < 240 && h_count > 485 && h_count < 490) begin
				Red <= 4'b0011;
				Green <= 4'b0011;
				Blue <= 4'b0011;
			end
			else if (numbers_active == 1 && N0[2] == 0 && v_count >= 240 && v_count < 300 && h_count > 485 && h_count < 490) begin
				Red <= 4'b0011;
				Green <= 4'b0011;
				Blue <= 4'b0011;
			end
			else if (numbers_active == 1 && N0[3] == 0 && v_count > 295 && v_count < 300 && h_count > 390 && h_count < 490) begin
				Red <= 4'b0011;
				Green <= 4'b0011;
				Blue <= 4'b0011;
			end
			else if (numbers_active == 1 && N0[4] == 0 && v_count >= 240 && v_count < 300 && h_count > 390 && h_count < 395) begin
				Red <= 4'b0011;
				Green <= 4'b0011;
				Blue <= 4'b0011;
			end
			else if (numbers_active == 1 && N0[5] == 0 && v_count >= 180 && v_count < 240 && h_count > 390 && h_count < 395) begin
				Red <= 4'b0011;
				Green <= 4'b0011;
				Blue <= 4'b0011;
			end
			else if (numbers_active == 1 && N0[6] == 0 && v_count > 237 && v_count < 243 && h_count > 390 && h_count < 490) begin
				Red <= 4'b0011;
				Green <= 4'b0011;
				Blue <= 4'b0011;
			end
			else if (result == 1) begin
				Red <= 4'b0000;
				Green <= 4'b1111;
				Blue <= 4'b0000;
			end
			else begin
				Red <= 4'b1111;
				Green <= 4'b1111;
				Blue <= 4'b1111;
			end
		end
		else begin
			Red <= 4'b0000;
			Green <= 4'b0000;
			Blue <= 4'b0000;
		end
		N1[0] <= 1;
		N1[1] <= 1;
		N1[2] <= 1;
		N1[3] <= 1;
		N1[4] <= 1;
		N1[5] <= 1;
		N1[6] <= 0;
		N2[0] <= 1;
		N2[1] <= 1;
		N2[2] <= 1;
		N2[3] <= 1;
		N2[4] <= 1;
		N2[5] <= 1;
		N2[6] <= 0;
		if (score1 == 0) begin
			N3[0] <= 0;
			N3[1] <= 0;
			N3[2] <= 0;
			N3[3] <= 0;
			N3[4] <= 0;
			N3[5] <= 0;
			N3[6] <= 1;
		end
		else if (score1 == 1) begin
			N3[0] <= 1;
			N3[1] <= 0;
			N3[2] <= 0;
			N3[3] <= 1;
			N3[4] <= 1;
			N3[5] <= 1;
			N3[6] <= 1;
		end
		else if (score1 == 2) begin
			N3[0] <= 0;
			N3[1] <= 0;
			N3[2] <= 1;
			N3[3] <= 0;
			N3[4] <= 0;
			N3[5] <= 1;
			N3[6] <= 0;
		end
		else if (score1 == 3) begin
			N3[0] <= 0;
			N3[1] <= 0;
			N3[2] <= 0;
			N3[3] <= 0;
			N3[4] <= 1;
			N3[5] <= 1;
			N3[6] <= 0;
		end
		else if (score1 == 4) begin
			N3[0] <= 1;
			N3[1] <= 0;
			N3[2] <= 0;
			N3[3] <= 1;
			N3[4] <= 1;
			N3[5] <= 0;
			N3[6] <= 0;
		end
		else if (blink == 1 && score1 == 5) begin
			N3[0] <= 0;
			N3[1] <= 1;
			N3[2] <= 0;
			N3[3] <= 0;
			N3[4] <= 1;
			N3[5] <= 0;
			N3[6] <= 0;
		end
		else begin
			N3[0] <= 1;
			N3[1] <= 1;
			N3[2] <= 1;
			N3[3] <= 1;
			N3[4] <= 1;
			N3[5] <= 1;
			N3[6] <= 1;
		end
		if (score2 == 0) begin
			N0[0] <= 0;
			N0[1] <= 0;
			N0[2] <= 0;
			N0[3] <= 0;
			N0[4] <= 0;
			N0[5] <= 0;
			N0[6] <= 1;
		end
		else if (score2 == 1) begin
			N0[0] <= 1;
			N0[1] <= 0;
			N0[2] <= 0;
			N0[3] <= 1;
			N0[4] <= 1;
			N0[5] <= 1;
			N0[6] <= 1;
		end
		else if (score2 == 2) begin
			N0[0] <= 0;
			N0[1] <= 0;
			N0[2] <= 1;
			N0[3] <= 0;
			N0[4] <= 0;
			N0[5] <= 1;
			N0[6] <= 0;
		end
		else if (score2 == 3) begin
			N0[0] <= 0;
			N0[1] <= 0;
			N0[2] <= 0;
			N0[3] <= 0;
			N0[4] <= 1;
			N0[5] <= 1;
			N0[6] <= 0;
		end
		else if (score2 == 4) begin
			N0[0] <= 1;
			N0[1] <= 0;
			N0[2] <= 0;
			N0[3] <= 1;
			N0[4] <= 1;
			N0[5] <= 0;
			N0[6] <= 0;
		end
		else if (blink == 1 && score2 == 5) begin
			N0[0] <= 0;
			N0[1] <= 1;
			N0[2] <= 0;
			N0[3] <= 0;
			N0[4] <= 1;
			N0[5] <= 0;
			N0[6] <= 0;
		end
		else begin
			N0[0] <= 1;
			N0[1] <= 1;
			N0[2] <= 1;
			N0[3] <= 1;
			N0[4] <= 1;
			N0[5] <= 1;
			N0[6] <= 1;
		end
	end
endmodule
--- /design/flow/run.sh ---
#!/bin/bash
# OpenROAD 26Q1-2900-gdf79404cd8, Yosys 0.63+post, stock flow scripts
make -C /OpenROAD-flow-scripts/flow DESIGN_CONFIG=/design/flow/config.mk WORK_HOME=/design/flow/orfs finish
--- /design/flow/config.mk ---
export PLATFORM = sky130hd
export DESIGN_NAME = JogoVGAv3
export DESIGN_NICKNAME = JogoVGAv3
export VERILOG_FILES = /design/flow/design.v
export SDC_FILE = /design/flow/constraint.sdc
export NUM_CORES = 4
export LEC_CHECK = 1
export CORE_UTILIZATION = 50
--- /design/flow/constraint.sdc ---
current_design JogoVGAv3

set clk_period 7.0
set clk_io_pct 0.2

create_clock -name clk0 -period $clk_period [get_ports {CLOCK_50}]

set non_clock_inputs [all_inputs -no_clocks]
set_input_delay [expr $clk_period * $clk_io_pct] -clock clk0 $non_clock_inputs
set_output_delay [expr $clk_period * $clk_io_pct] -clock clk0 [all_outputs]
==> job_summary.md <==
### Metrics collected by this job

| Metric | Value |
|---|---|
| Clock Tree Buf Depth | 2 |
| First-pass GRT wire length | between 100000 and 150000 um |
| RSZ-0062 raised after global routing | no |
| Via count | between 20000 and 25000 |
| Reg-to-reg startpoint | blink_count[5] |
| Setup WS pre-CTS | between 4 and 5 ns |
| Seq share, synth | 11.0% |
| Worst hold path class | reg -> reg |
| MaxCap Viol Count | 0 |
| Peak supply drop | between 0.00015 and 0.0002 V |
| Inserted Clock Buffers | 9 |
| WP data required | about 5.6 ns |
| CTS tree | done |
| Syn Std Cell Area | 0.0275 mm2 |
| DRC Markers | 0 |
| Area delta synth->final | 4.65% |
| PD cells | between 20 and 30 mW/mm2 |
| Most frequent cells in the layout | 481 x inv_1, 414 x ha_1, 284 x nand2_1, 260 x nor2_1, 226 x a21oi_1 |
| Endpoints left unconstrained | ~100 |
| Commonest Layout Cell | inv_1 |
| FP Rows | about 85 |
| DIE AREA | about 0.056 mm2 |
| Slew Limit Headroom | 34.4% |
| I/O pins | approximately 57 |
| Netlist cell types | ~93 |
| Setup Buffers After CTS | 0 |
| Routability-driven placement congestion ratio | approximately 0.99 |
| Cells after Synth | approximately 3500 |
| Dominant flop cell | dfxtp_1 |
| Iter 0 DRT Violations | 1340 |
| Die y size | between 200 and 250 um |
| Post-synth area hogs | ha_1 19%, fa_1 15%, dfxtp_1 9.5%, xnor2_1 6.6%, inv_1 6.6% |
| Setup TNS | 0 ns |
| Setup Skew | 0.00625 ns |
| Post-cts hold buffer count | 0 |
| DR pass1 iterations | 6 |
| WHS | about 0.46 ns |
| DRT antenna net count | 0 |
| Drt wl/cell | between 15 and 20 um |
| DIE WIDTH | 236 um |
| Final setup fails | 0 |
| Setup Crit Path Kind | reg -> out |
| Number of I/O port buffers | 34 |
| Post-cts resize count | 0 |
| Pins Over Slew Limit | 0 |
| Leakage | roughly 0.014 uW |
| DRT Wirelength | slightly below 80000 um |
| Fraction of layout cells with a size suffix above 1 | approximately 2.7% |
| CP startpoint | Red[0] |
| Core Util at FP | 50.9% |
| Cells in synth_stat.txt | approximately 3500 |
| Worst r2r path cells | 11 |
| Flops after synth | 144 |
| Largest net degree at the start of global routing | around 46 |
| CP Launch Type | flip-flop |
| Gr ovfl total | 0 |
| Hold path depth | 1 |
| Cell type with the largest total area | ha_1 |
| Number of global-route vias before repair | 23607 |
| CP max FO | 1 |
| Hold path start | blink_count[31] |
| CP arrival | 1.20 ns |
| Register pins left without a clock | 85 |
| Clock Pin Slew Worst Setup and Hold Paths | ~0.050 ns |
| Area share, top type | between 10% and 20% |
| Yosys Chip Area | 0.0275 mm2 |
| Fmax | a little under 0.4 GHz |
| Initial antenna violation count | 0 |
| Worst Tran Pin Value | 0.976 ns |
| PnR worst setup slack | 4.40 ns |
| Final Cycle Share | a little under two fifths |
| Ys async rst share | 0% |
| Synth warn | 1 |
| Clock latency (worst-skew pair) | approximately 0.32 ns |
| Post-DP HPWL | ~60000 um |
| # diodes | 0 |
| H-tree depth | 3 |
| Post-synth EDFFs | 13 |
| Final hold viol count | 0 |
| Post-Synthesis Mean Instance Area | around 8 um2 |
| Overall Global Routing Usage | between 20 and 30% |
| Tool warnings | about 94 |
| Vias/cell | between 5 and 6 |
| Clk root buf | clkbuf_16 |
| Worst setup EP type | output pin |
| Final Critical Period | between 2 and 3 ns |
| Core area | around 0.054 mm2 |
| Outcome | finished, final reports clean |
[logic make-up (layout without fill, tap and decap cells)]
family	count (synthesis)	count (layout)	share of synthesized area, %
buf+inv	629	587	8.92
other cells	2	15	0.0273
mux	18	18	0.706
fa+ha+maj	617	617	33.6
xor+xnor	255	255	8.13
compound gates	818	818	19.4
flops	144	144	11.0
simple gates	1025	1025	18.2
[power breakdown]
part	internal [uW]	total (uW)	switching [uW]	leakage, uW
Sequential	363	364	0.302	0.00121
Clock	276	430	154	0.000147
Combinational	12.0	41.2	29.1	0.0122
[cell type report]
| class | count | area, um2 |
|---|---|---|
| Fill cell | 4959 | 25300 |
| Multi-Input combinational cell | 2748 | 22100 |
| Sequential cell | 144 | 3010 |
| Inverter | 497 | 1870 |
| Tap cell | 696 | 871 |
| Timing Repair Buffer | 74 | 641 |
| Clock buffer | 10 | 229 |
| Clock inverter | 6 | 63.8 |
[final timing paths]
kind                                        end  slack [ns]
worst max register to register  blink_count[31]        4.40
worst max-delay path                   VGA_R[0]        4.40
worst min-delay path            blink_count[31]        0.46
worst min register to register  blink_count[31]        0.46
[registers in the layout (all words and copies together), names as in the netlist]
register        count
Blue                4
CLK_25              1
Green               4
LR                  1
N0                  6
N3                  6
Red                 4
UD                  7
ball_x_pos         10
ball_y_pos         10
blink               1
blink_count        32
clock_state         1
h_count            10
numbers_active      1
score1              3
score2              3
speed              10
v_count            10
y_pos1             10
y_pos2             10
[worst max-delay path: stages, from the launching register on]
cell             delay, ns
dfxtp_1               0.29
and2_1                0.12
clkdlybuf4s50_1       0.47
[cells in the mapped netlist, types with 21 or more instances]
cell,number
nand2_1,284
a31oi_1,42
and2_1,49
a211oi_1,35
nand2b_1,41
o22ai_1,25
o21a_1,34
nor3_1,75
and3_1,39
o211ai_1,21
xnor2_1,208
inv_1,481
clkbuf_1,96
a21oi_1,226
nor2b_1,47
nand4_1,41
xor2_1,47
a21o_1,66
o21bai_1,25
fa_1,203
dfxtp_1,131
ha_1,414
nor2_1,260
nor4_1,30
o21ai_0,154
nand3_1,73
[through the flow]
| step | cell area (um2) | power (uW) | util (%) | std cells |
|---|---|---|---|---|
| 6_report | 28800 | 834 | 53.2 | 4175 |
| 5_1_grt | 28800 | 861 | 53.2 | 4175 |
| 4_1_cts | 28800 | 842 | 53.2 | 4175 |
| 3_5_place_dp | 28500 | 411 | 52.7 | 4159 |
| 3_3_place_gp | 28500 | 411 | 52.7 | 4159 |
| 2_1_floorplan | 27500 | 400 | - | 3521 |
[routing by layer]
metal,vias up,track usage (%),wire (um)
li1,12013,-,-
met1,11409,44.7,36500
met2,829,43.7,33000
met3,81,7.28,6600
met4,0,4.31,1090
met5,-,0,0
No activity file was given, so power comes from the tool's default toggle rates.
