==> design.v <==
module calc(
    input [10:0] p1x,
    input [10:0] p1y,
    input [10:0] p2x,
    input [10:0] p2y,
    input [10:0] p3x,
    input [10:0] p3y,
    output result
);
wire signed [11:0] s1;
wire signed [11:0] s2;
wire signed [11:0] s3;
wire signed [11:0] s4;
wire signed [23:0] m1;
wire signed [23:0] m2;
assign s1 = p1x - p3x;
assign s2 = p2y - p3y;
assign s3 = p2x - p3x;
assign s4 = p1y - p3y;
assign m1 = s1 * s2;
assign m2 = s3 * s4;
assign result = m1 > m2;
endmodule
module Triangulo(
    input CLOCK_50,
    input [10:0] p1x,
    input [10:0] p1y,
    input [10:0] p2x,
    input [10:0] p2y,
    input [10:0] p3x,
    input [10:0] p3y,
    input [10:0] Px,
    input [10:0] Py,
    output saida);
wire s1, s2, s3, t1;
reg result;
reg tipoOperacao;
calc S1(p1x, p1y, p2x, p2y, p3x, p3y, t1);
calc S2(p1x, p1y, p2x, p2y, Px, Py, s1);
calc S3(p2x, p2y, p3x, p3y, Px, Py, s2);
calc S4(p3x, p3y, p1x, p1y, Px, Py, s3);
assign saida = result;
always @(posedge CLOCK_50) begin
	if (t1 == 0 && s1 == 0 && s2 == 0 && s3 == 0) begin
            result <= 1;
        end
        else if (t1 == 1 && s1 == 1 && s2 == 1 && s3 == 1) begin
            result <= 1;
        end
        else begin
            result <= 0;
        end
end
endmodule
==> run.sh <==
#!/bin/bash
# OpenROAD 26Q1-2900-gdf79404cd8, Yosys 0.63+post, stock flow scripts
make -C /OpenROAD-flow-scripts/flow DESIGN_CONFIG=/design/flow/config.mk WORK_HOME=/design/flow/orfs finish
==> config.mk <==
export PLATFORM = sky130hd
export DESIGN_NAME = Triangulo
export DESIGN_NICKNAME = Triangulo
export VERILOG_FILES = /design/flow/design.v
export SDC_FILE = /design/flow/constraint.sdc
export NUM_CORES = 4
export LEC_CHECK = 1
export CORE_UTILIZATION = 40
==> constraint.sdc <==
current_design Triangulo

set clk_period 26.2
set clk_io_pct 0.2

create_clock -name clk0 -period $clk_period [get_ports {CLOCK_50}]

set non_clock_inputs [all_inputs -no_clocks]
set_input_delay [expr $clk_period * $clk_io_pct] -clock clk0 $non_clock_inputs
set_output_delay [expr $clk_period * $clk_io_pct] -clock clk0 [all_outputs]
==> impl_metrics.json <==
{
  "outcome": "finished clean",
  "fillers": 12000,
  "grt_overflow": 0,
  "grt_pass1_wl_um": 224000,
  "area_delta_synth_final_pct": 7.48,
  "topCellsByArea": "fa_1 45%, ha_1 15%, inv_1 11%, nand2_1 5.4%, xnor2_1 3.7%",
  "dpl_cell_area_sq_um": 53000,
  "synth_warnings": 1,
  "path_max_fanout": 24,
  "rows": 128,
  "postLayoutCellArea_sq_um": 53000,
  "fa_ha_area_frac": 0.609,
  "detailedRoute.firstIterationViolations": 1657,
  "aoi_share": 0.0683,
  "drc_errors": 0,
  "start_kind": "primary input",
  "post-route-min-period_ps": 15530,
  "final_layout_size_suffix_gt1_frac": 0.0378,
  "synth-edff-count": 0,
  "synth_area_leader_cell": "fa_1",
  "ys_seq_share": 0.000406,
  "fin_crit_sh": 0.593,
  "antenna_found_initial": 4,
  "synth.most_common_cell": "inv_1",
  "die_w_um": 353,
  "io-pin-count": 90,
  "syn_area_sq_um": 49300,
  "synth_flops": 1,
  "synthXorXnorAreaFrac": 0.0575,
  "rsz0062_at_grt": "false",
  "fin_tns_setup_ps": 0,
  "vias": 37200,
  "routed_wl_um": 138000,
  "core_sq_um": 122000,
  "largest_reg_flops": 1,
  "dpl.hpwl_um": 117000,
  "clk_pin_slew_ps": 10,
  "endpoint_kind": "flop",
  "post_cts_buffers": 0,
  "critPathMaxStageDelay_ps": 780,
  "holdWs_ps": 6140,
  "critical_path_class": "primary input to flop",
  "reg_top3": "result: 1 flops",
  "synth-main-ff-cell": "dfxtp_1",
  "port_buffers": 89,
  "initial_core_util": 0.404,
  "hp-class": "flop to output port",
  "drv_cap": 0,
  "grt_max_degree": 27,
  "simple_gate_area_frac": 0.141,
  "common_cells": "1446 x inv_1, 1120 x fa_1, 715 x nand2_1",
  "avgSynthCellArea_sq_um": 8.56,
  "top_cell_area_share": 0.455,
  "dr.pass1.iters": 5,
  "timing.final.max_slew_violations": 0,
  "cp_slowest_cell": "a221oi_1",
  "topCombFamilyByArea": "adder cells",
  "vias_per_cell": 4.98,
  "track_usage": 0.247,
  "top_register": "result",
  "synth_cell_type_count": 68,
  "synth_async_sr_flop_share": 0,
  "chipArea_sq_um": 125000,
  "warnings": 28,
  "critPathRequiredTime_ps": 26120,
  "crit_top_cell": "fa_1",
  "ys_area_sq_um": 49300,
  "grt_pass1_vias": 39600,
  "post_drt_wl_per_cell_um": 18.5,
  "ys_sh_mux": 0.000609,
  "ant_nets": 0,
  "hold_viol_final": 0,
  "fmax_mhz": 64.4,
  "ys_cells": 5761,
  "holdBufCountCts": 0,
  "place.gp.congestion": 0.985,
  "dieHeight_um": 353,
  "worst_pin_slew_ps": 1440,
  "arrival_ps": 15450,
  "cts-resized-gates": 0,
  "syn_inst": 5761,
  "maxSlewHeadroom": 0.0358,
  "setup_viol": 0
}
-- worst max-delay path, delay by kind of cell --
| family | cells | cell delay (ps) |
|---|---|---|
| adders and majority gates | 9 | 3730 |
| AOI/OAI and AO/OA | 12 | 3440 |
| and+or+nand+nor | 7 | 1380 |
| muxes | 1 | 280 |
| xor gates and xnor gates | 2 | 250 |
| buffers and inverters | 7 | 1090 |
-- placed cells by master (no fill, tap or decap), drive strengths merged, types with 4 or more instances in the layout --
cell type      Yosys  routed
nor3              40      40
xnor2            210     210
a211oi            18      18
a31oi             18      18
a21oi            165     165
o2111ai            4       4
inv             1454    1454
ha               608     608
nor2b             51      51
o21bai            43      43
o21a              31      31
nor2             428     428
xor2             111     111
clkdlybuf4s50      0      89
nand2            715     715
fa              1120    1120
a21boi             7       7
or3                9       9
and2             103     103
or2               17      17
buf               13     150
a21o              91      91
o41ai              5       5
and3              18      18
nand2b           126     126
o21ai             87      87
o31ai              8       8
nand3             33      33
nor4               9       9
nand4             24      24
o211ai            15      15
-- metal layers --
layer  global-route usage  vias to the layer above  wire length (um)
met5              0.00302                        -                55
met4               0.0506                        6              3830
met3                0.109                      169             16300
met2                0.364                     1320             60800
met1                0.352                    18400             57400
li1                     -                    17400                 -
-- final cells by class --
cell class	count	area [sq um]	area share
flip-flops and latches	1	20.0	0.000378
diodes	3	7.51	0.000142
multi-input cells	4154	43400	0.820
inverters	1454	5460	0.103
well taps	1625	2030	0.0384
repair buffers	239	2020	0.0381
-- through the flow --
stage	instances	utilization	worst slack, ps
global route	7475	0.434	10070
CTS	7473	0.434	10700
global placement	7473	0.434	10820
detailed placement	7473	0.434	10780
floorplan	5761	-	12390
finish	7476	0.434	10670
-- kinds of logic (layout without fill, tap and decap cells) --
logic type | Yosys count | count (layout)
other | 0 | 3
buffers and inverters | 1606 | 1693
XOR/XNOR | 321 | 321
AND/OR/NAND/NOR | 1582 | 1582
AND-OR/OR-AND | 520 | 520
adder cells (fa/ha/maj) | 1728 | 1728
flip-flops | 1 | 1
multiplexers | 3 | 3
-- final timing paths --
| path | endpoint | from | depth (start not counted) | slack, ps |
|---|---|---|---|---|
| hold / removal | saida | result | 1 | 6140 |
| setup / recovery | result | p1x[0] | 38 | 10670 |
